==> flow/config.mk <==
export PLATFORM = sky130hd
export DESIGN_NAME = ALU
export DESIGN_NICKNAME = ALU
export VERILOG_FILES = /design/flow/design.v
export SDC_FILE = /design/flow/constraint.sdc
export NUM_CORES = 4
export LEC_CHECK = 1
export CORE_AREA = 10 10 70 70
export DIE_AREA = 0 0 80 80
==> flow/constraint.sdc <==
current_design ALU

set clk_period 1.0
set clk_io_pct 0.2

create_clock -name clk0 -period $clk_period [get_ports {clk}]

set non_clock_inputs [all_inputs -no_clocks]
set_input_delay [expr $clk_period * $clk_io_pct] -clock clk0 $non_clock_inputs
set_output_delay [expr $clk_period * $clk_io_pct] -clock clk0 [all_outputs]
==> flow/design.v <==
module ALU(alu_out,instruction,inputA,inputB,clk,reset);
output [3:0] alu_out;
input [3:0] inputA,inputB;
input instruction;
input clk,reset;
reg [3:0] alu_out;
reg [3:0] X;
always@(posedge clk or negedge reset)
begin
  if(!reset)
    alu_out <= 0;
  else
    alu_out <= X;
end
always@(inputA or inputB or instruction)
begin
  if(!instruction)
    X=inputA+inputB;
  else
    X=inputA-inputB;
end
endmodule
==> flow/run.sh <==
#!/bin/bash
# OpenROAD 26Q1-2900-gdf79404cd8, Yosys 0.63+post, stock flow scripts
make -C /OpenROAD-flow-scripts/flow DESIGN_CONFIG=/design/flow/config.mk WORK_HOME=/design/flow/orfs finish
==> qor.yml <==
routing:
  drc: 0
  drtIter0Drc: 4
  drtAntennaViolNets: 0
  viasPerCell: 2.646
  wl_per_cell_um: 7.229
  wl_um: 694
  drtPass1Iterations: 4
  routed-via-count: 254
  antenna_cells: 0
worst_setup_path:
  crit_path_max_incr_delay_ns: 0.51
  critPathKind: "in -> reg"
  crit_cells: 7
  crit_arrival_ns: 1.49
  critical_path.max_fanout: 2
  crit_required_ns: 1.12
  path_delay_family: "adder cells"
  path_buffers: 4
  end_kind: "flop"
  critPathSlowestCell: "fa_2"
  path_cells: "buf_8, inv_4, ha_4, mux2_4, buf_4, fa_2, inv_1"
  cp-start-kind: "primary input"
die:
  initial_core_util_pct: 8.352
  core_area_sq_um: 3416
  io_pins: 15
  die_x_um: 80
  die_h_um: 80
  num_rows: 21
  die-area_sq_um: 6400
placement:
  io_buffers: 14
  gp_congestion: 0.7561
  placed_cell_area_sq_um: 560.5
  hpwl_um: 649.6
global_route:
  gr-total-overflow: 0
  antenna_found_initial: 0
  grt_pass1_vias: 297
  grt_pass1_wl_mm: 1.235
  track_usage_pct: 2.371
  grt_start_max_net_pins: 5
clocking:
  cts_tree: "done"
  clk_pin_slew_worst_paths_ns: 0.03
  hold_buffers: 0
  cts_sinks: 4
  numCtsBuffers: 3
  htreeDepth: 1
  clock_path_buffers: 2
  cts_root_buf: "clkbuf_4"
logic_synthesis:
  yosys_warnings: 1
  ys_chip_area_sq_um: 285.3
  yosys.area_share.simple_pct: 6.140
  ys_sh_xor_pct: 15.35
  ys.flops: 4
  top_logic_kind: "adder cells"
  syn_area_per_cell_sq_um: 10.19
  synth_adder_area_share_pct: 24.56
  yosysUniqueCellTypes: 11
  mux_share_pct: 3.947
  ys_seq_share_pct: 35.09
  syn_inst: 28
  syn_area_sq_um: 285.3
  synth-compound-area-share_pct: 4.386
  ys_cells: 28
final_timing:
  period_minus_slack_ns: 1.366
  final_hold_viol_count: 0
  fmax_ghz: 0.7319
  rsz0062_at_grt: "yes"
  finalMaxSlewViolations: 0
  worstMarginPinSlew_ns: 0.1755
  slew_headroom_pct: 88.21
  period_used_pct: 136.6
  finalSetupViolations: 3
  fin_ws_ns: -0.3663
cells_and_area:
  syn2layout_area_growth_pct: 113.6
  largest_reg_flops: 4
  final_area_sq_um: 609.3
  final_util_pct: 17.84
  drive_gt1_share_pct: 44.00
  fill_cells: 386
  reg_top3: "alu_out: 4 flops"
  top_register: "alu_out"
run:
  warnings: 28
  drv_cap: 0
hold_path:
  hold_path_class: "in -> async"
power:
  powerDensity_nw_per_um2: 1078
  power.leakage_nw: 0.2753
  vdd_drop_max_mv: 0.3182
run_status:
  violations: "negative setup slack"
  status: "finished, violations left"
-- cells in the mapped netlist --
cell     number  area [sq um]
fa_1          1         20.02
xnor2_1       4         35.03
inv_1         8         30.03
nor2_1        2         7.510
dfrtp_1       4         100.1
a21oi_1       1         5.000
mux2_2        1         11.26
nor3_2        1         10.01
a21o_1        1         7.510
xor2_1        1         8.760
ha_1          4         50.05
-- stage by stage --
stage / setup slack [ns] / power [mW] / hold slack (ns) / std cells / TNS, ns
floorplan: -0.4216 / 0.3098 / -0.09559 / 28 / -1.052
global placement: -1.156 / 0.4663 / 0.4057 / 92 / -3.407
detailed placement: -1.177 / 0.4740 / 0.4100 / 92 / -3.476
CTS: -0.3691 / 0.6818 / 0.1619 / 96 / -1.042
global route: -0.3894 / 0.7194 / 0.1717 / 96 / -1.095
finish: -0.3663 / 0.6569 / 0.1699 / 96 / -1.023
-- worst paths after layout --
kind / slack (ns) / end / from
max: -0.37 / alu_out[1]$_DFF_PN0_ / inputB[0]
min: 0.17 / alu_out[0]$_DFF_PN0_ / reset
max in group asynchronous: 0.67 / alu_out[3]$_DFF_PN0_ / reset
min in group clk0: 0.37 / alu_out[0]$_DFF_PN0_ / inputB[0]
-- report_power, final --
group	switching, mW	internal (mW)
registers	0.00861	0.200
logic	0.0910	0.165
clock network	0.0586	0.134
-- routing by layer --
metal | up-vias | routed length [um] | track usage [%]
met2 | 18 | 255 | 3.371
met5 | - | 0 | 0
met4 | 0 | 0 | 0.8803
met1 | 104 | 292 | 2.755
met3 | 0 | 146 | 1.591
li1 | 132 | - | -
-- cell type report --
type	count	area, sq um	share of cell area (%)
clock buffer	3	22.52	3.696
timing repair buffer	19	183.9	30.18
tap	46	57.56	9.446
sequential	4	100.1	16.43
multi-input combinational	16	200.2	32.85
inverter	8	45.04	7.392
-- cells by family after synthesis --
group / count (synthesis)
XOR/XNOR: 5
buffers and inverters: 8
flip-flops: 4
AND-OR/OR-AND: 2
multiplexers: 1
AND/OR/NAND/NOR: 3
adder cells (fa/ha/maj): 5
-- layout by cell type, fill, tap and decap left out, types with 2 or more instances in the layout --
master	instances
dfrtp_1	4
inv_1	5
clkbuf_4	3
nor2_1	2
buf_8	2
clkdlybuf4s50_1	6
ha_4	2
buf_4	5
clkdlybuf4s15_1	3
xnor2_1	3
-- what timing repair did --
item	CTS	global route
hold endpoints to repair	0	0
resized	25	3
pin swaps	5	3
endpoints found under the setup margin	7	4
setup buffers	1	0
Power is estimated from default activity; no workload was simulated.
